==> design.v <==
module Morracinese(
  input [0:0] clk,
  input [1:0] primo,
  input [1:0] secondo,
  input [0:0] reset, 
  output reg [1:0] manche,
  output reg [1:0] partita
);
  reg [2:0] status = 3'b000;
  reg [2:0] nextstatus = 3'b000;
  reg [4:0] mancheobb = 5'b00100;
  reg [4:0] manchecount = 5'b00000;
  reg [0:0] manchemin = 1'b0; 
  reg [0:0] manchemax = 1'b0;
  reg [1:0] precg1 = 2'b00;
  reg [1:0] precg2 = 2'b00;
  always @(posedge clk) begin: Updatefsm   
    if(reset == 1) begin 
      status = 3'b000;
      partita = 2'b00;
    end else begin
      status = nextstatus;
      partita = partita;
    end
  end
  always @(manche, status, manchemax,manchemin,partita) begin: FSM 
    if (manche == 2'b00) begin 
      nextstatus = status;
    end else begin 
      if (manchemin == 1'b1) begin
        if (nextstatus == 3'b001 && manchemax == 1'b1)begin
          partita = 2'b11;
        end else if (nextstatus == 3'b010 && manchemax == 1'b1)begin
          partita = 2'b01;
        end else if (nextstatus == 3'b011 ) begin 
          partita = 2'b01; 
        end else if (nextstatus == 3'b100 ) begin 
          partita = 2'b01;
        end else if (nextstatus == 3'b101 && manchemax == 1'b1)begin
          partita = 2'b10;
        end else if (nextstatus == 3'b110 ) begin 
          partita = 2'b10; 
        end else if (nextstatus == 3'b111 ) begin 
          partita = 2'b10;
        end
      end
      case(status)
        3'b000: begin
          if(manche == 2'b01) begin
              nextstatus = 3'b010;
          end else if (manche == 2'b10) begin
              nextstatus = 3'b101;
          end else if (manche == 2'b11) begin
              nextstatus = 3'b001;
          end
        end 
        3'b001: begin
          if(manche == 2'b01) begin
              nextstatus = 3'b010;
          end else if(manche == 2'b10) begin
              nextstatus = 3'b101;
          end else if(manche == 2'b11) begin
              nextstatus = 3'b001;
          end
        end 
        3'b010: begin
          if(manche == 2'b01) begin
              nextstatus = 3'b011;
          end else if(manche == 2'b10) begin
              nextstatus = 3'b001;
          end else if(manche == 2'b11) begin
              nextstatus = 3'b010;
          end
        end
        3'b011: begin
          if(manche == 2'b01) begin
            nextstatus = 3'b100;
          end else if(manche == 2'b10) begin
            nextstatus = 3'b010;
          end else if(manche == 2'b11) begin
            nextstatus = 3'b011;
          end
        end  
        3'b100: begin
          if(manche == 2'b01) begin
              nextstatus = 3'b100;
          end else if(manche == 2'b10) begin
              nextstatus = 3'b011;
          end else if(manche == 2'b11) begin
            nextstatus = 3'b100;
          end
        end
        3'b101: begin
          if(manche == 2'b01) begin
              nextstatus = 3'b001;
          end else if(manche == 2'b10) begin
              nextstatus = 3'b110;
          end else if(manche == 2'b11) begin
              nextstatus = 3'b101;
          end
        end
        3'b110 : begin 
          if(manche == 2'b01) begin
            nextstatus = 3'b101;
          end else if(manche == 2'b10) begin
            nextstatus = 3'b111;
          end else if(manche == 2'b11) begin
            nextstatus = 3'b110;
          end
        end
        3'b111 : begin
          if(manche == 2'b01) begin
            nextstatus = 3'b110;
          end else if(manche == 2'b10) begin
              nextstatus = 3'b111;
          end else if(manche == 2'b11) begin
              nextstatus = 3'b111;
          end
        end
      endcase
    end  
  end  
  always @(manchecount) begin
    if (manchecount == mancheobb) begin
      manchemax = 1'b1;
    end 
    if (manchecount == 5'b00100) begin
      manchemin = 1'b1;
    end 
  end
  always @(posedge clk) begin: Datapath
    if (reset) begin
      manche = 2'b00;
      manchemin = 1'b0;
      manchemax = 1'b0;
      manchecount = 5'b00000;
      precg1 = 2'b00;
      precg2 = 2'b00;
      mancheobb = 5'b00100 + {primo,secondo};
    end else begin 
      if(primo == precg1 || secondo == precg2 || primo == 2'b00 || secondo == 2'b00) begin
        manche = 2'b00;
      end else begin
        manchecount++;
        if( primo == 2'b01 && secondo == 2'b11 )begin
          manche = 2'b01;
          precg1 = 2'b01;
          precg2 = 2'b00;
        end else if ( primo == 2'b11 && secondo == 2'b01 ) begin
          manche = 2'b10;
          precg2 = 2'b01;
          precg1 = 2'b00;
        end else if ( primo == 2'b11 && secondo == 2'b10 ) begin
          precg2 = 2'b00;
          manche = 2'b01;
          precg1 = 2'b11;
        end else if ( primo == 2'b10 && secondo == 2'b11 ) begin
          precg1 = 2'b00;
          manche = 2'b10;
          precg2 = 2'b11;
        end else if ( primo == 2'b10 && secondo == 2'b01 ) begin
          precg2 = 2'b00;
          manche = 2'b01;
          precg1 = 2'b10;
        end else if ( primo == 2'b01 && secondo == 2'b10 ) begin
          precg1 = 2'b00;
          manche = 2'b10;
          precg2 = 2'b10;
        end else if( primo == secondo ) begin
          manche = 2'b11;
          precg1 = 2'b00;
          precg2 = 2'b00;
        end
      end
    end
  end
endmodule  
==> run.sh <==
#!/bin/bash
# OpenROAD 26Q1-2900-gdf79404cd8, Yosys 0.63+post, stock flow scripts
make -C /OpenROAD-flow-scripts/flow DESIGN_CONFIG=/design/flow/config.mk WORK_HOME=/design/flow/orfs finish
==> config.mk <==
export PLATFORM = sky130hd
export DESIGN_NAME = Morracinese
export DESIGN_NICKNAME = Morracinese
export VERILOG_FILES = /design/flow/design.v
export SDC_FILE = /design/flow/constraint.sdc
export NUM_CORES = 4
export LEC_CHECK = 1
export CORE_AREA = 10 10 70 70
export DIE_AREA = 0 0 80 80
==> constraint.sdc <==
current_design Morracinese

set clk_period 1.9
set clk_io_pct 0.2

create_clock -name clk0 -period $clk_period [get_ports {clk}]

set non_clock_inputs [all_inputs -no_clocks]
set_input_delay [expr $clk_period * $clk_io_pct] -clock clk0 $non_clock_inputs
set_output_delay [expr $clk_period * $clk_io_pct] -clock clk0 [all_outputs]
==> reports/results.tsv <==
stage	metric	value	unit
yosys	async_flop_share	0	
detailed_routing	wl_met1	580	um
floorplan	dieArea	0.00640	mm2
power	leakage	0.233	nW
clock_network	cts.reportedPaths.clkPinSlew	0.04	ns
yosys	ys_ff	6	
yosys	synthCells	59	
power	combPwrFrac	0.283	
critical_path	regToRegStartpoint	precg1[0]	
critical_path	arrival	1.74	ns
final_timing	fin_crit	1.60	ns
detailed_routing	antenna_left	0	
global_routing	first_global_vias	383	
critical_path	required	2.05	ns
yosys	top_cells_by_area	dfxtp_1, nand2b_1, mux2i_1, a21boi_2, buf_4	
detailed_routing	wl_per_cell	10.0	um
clock_network	clock_latency	0.22	ns
critical_path	crit_path_end_kind	register	
yosys	synth_area	517	um2
yosys	synth_area_leader_cell	dfxtp_1	
power	p_clk_frac	0.295	
critical_path	path_class	input port to register	
critical_path	critPathMaxFanout	9	
global_routing	grt_max_degree	13	
global_routing	gr-usage-all-layers	0.0364	
final_timing	drv_slew	0	
yosys	yosys_area	517	um2
clock_network	h-tree-depth	1	
layout	finalInstanceArea	651	um2
detailed_routing	drt_first_pass_iters	4	
power	p_seq_frac	0.422	
yosys	most_common_cell	nand2b_1	
global_routing	grt_pass1_wl	1870	um
clock_network	clock-root-buffer	clkbuf_4	
hold_path	hp-class	register to register	
final_timing	finalSetupViolCount	0	
yosys	yosys.area.top_type_share	0.232	
floorplan	io_pins	10	
power	ir_worst_vdd	0.139	mV
clock_network	cts_buffers	3	
power	internal-power	0.000253	W
floorplan	core	0.00342	mm2
final_timing	fmax	626	MHz
run	log.warning_count	48	
detailed_routing	num_vias	434	
floorplan	die_w	80	um
yosys	ys_seq_share	0.232	
detailed_routing	n_antenna_cell	0	
detailed_routing	dr_wl_met2	456	um
global_routing	antenna_found_initial	0	
layout	register_area	120	um2
run	maxCapViolCount	0	
floorplan	initCoreUtil	0.151	
clock_network	cts_tree	yes	
clock_network	clk_path_buf_depth	2	
power	switchingPower	0.0000757	W
yosys	yosys_most_used_dff	dfxtp_1	
place	io_buffers	7	
layout	layout-drive-gt1-share	0.191	
place	gp_congestion	0.875	
outcome	outcome	finished clean	
hold_path	hold_path.startpoint	precg1[0]	
detailed_routing	dr_wl_met3	98	um
detailed_routing	post-route-drc-count	0	
clock_network	ctsResizeCount	0	
yosys	ys_cells	59	
yosys	yosys_warnings	7	
yosys	ys_top_cells_by_count	nand2b_1, dfxtp_1, mux2i_1, nand2_1	
global_routing	grt_remaining_overflow	0	
critical_path	startpoint	secondo[0]	
layout	mi_logic_area	347	um2
final_timing	skew	0	ns
detailed_routing	routed.top_layer	met4	
final_timing	rsz0062_at_grt	no	
clock_network	hold_buffers	0	
place	place_area	628	um2
yosys	avgSynthCellArea	8.76	um2
final_timing	setup_tns	0	ns
detailed_routing	via_per_inst	3.81	
floorplan	core.rowCount	21	
clock_network	cts_setup_buffers	0	
final_timing	finalCritPeriodShare	0.840	
clock_network	numClockSinks	6	
yosys	yosysUniqueCellTypes	30	
critical_path	start_kind	input port	
layout	syn_to_final_growth	25.9	%
yosys	synth-edff-count	0	
floorplan	dieHeight	80	um
power	powerDensity	505	mW/mm2
power	switching_share	0.230	
detailed_routing	finalWirelength	1140	um
layout	fillers	379	
detailed_routing	first_iter_violations	21	
final_timing	hold_viol_final	0	
-- worst max-delay path, cell delays in order --
cell and delay (ns):
clkdlybuf4s50_1 0.63, nand2b_1 0.17, a21boi_2 0.08, o22ai_4 0.26
mux2i_1 0.22
-- layout make-up --
| cell class | instances | share of cell area |
|---|---|---|
| inverter | 1 | 0.00577 |
| multi-input combinational | 47 | 0.533 |
| tap | 46 | 0.0885 |
| timing repair buffer | 11 | 0.154 |
| sequential | 6 | 0.185 |
| clock buffer | 3 | 0.0346 |
-- sequential cells by signal, indices dropped and copies added (netlist names) --
name / count
manche: 2
precg2: 2
precg1: 2
-- per-layer routing --
metal  vias to the layer above  global-route usage
met4                         0             0.00528
met1                       195              0.0533
met5                         -                   0
li1                        227                   -
met3                         2              0.0227
met2                        10              0.0433
-- through the flow --
stage / hold slack (ns) / util / power [W] / cells / setup WS, ns
floorplan: 0.451 / - / 0.000206 / 60 / 0.679
global route: 0.539 / 0.190 / 0.000375 / 114 / 0.207
global placement: 0.492 / 0.184 / 0.000234 / 111 / 0.0939
finish: 0.504 / 0.190 / 0.000329 / 114 / 0.303
detailed placement: 0.504 / 0.184 / 0.000234 / 111 / 0.0708
CTS: 0.508 / 0.190 / 0.000355 / 114 / 0.320
-- power groups by stage --
| stage | clock network, W | logic, W | registers [W] |
|---|---|---|---|
| after global routing | 0.000134 | 0.000102 | 0.000139 |
| final | 0.0000969 | 0.0000931 | 0.000139 |
| after CTS | 0.000123 | 0.0000937 | 0.000139 |
-- worst paths after layout --
check        cells after the start         to  slack, ns
min                              2  precg1[0]       0.50
max                              5  precg2[1]       0.30
min reg2reg                      2  precg1[0]       0.50
max reg2reg                      4  manche[0]       0.75
-- cell families (layout without fill, tap and decap cells) --
| kind of cell | after synthesis | count (layout) | share of synthesized area |
|---|---|---|---|
| compound gates | 15 | 15 | 0.252 |
| xor+xnor | 2 | 2 | 0.0339 |
| buf+inv | 7 | 15 | 0.104 |
| other cells | 1 | 2 | 0.00726 |
| flops | 6 | 6 | 0.232 |
| mux | 4 | 4 | 0.0775 |
| simple gates | 24 | 24 | 0.293 |
-- layout by cell type (no fill, tap or decap), drive strengths merged, types with 2 or more instances in the layout --
cell type and n:
a21boi 3, a21oi 2, buf 4, clkbuf 3, clkdlybuf4s50 7, conb 2
dfxtp 6, mux2i 4, nand2 4, nand2b 10, nand3b 2, nor2 2
nor2b 2, o21ai 3, o22ai 2, xor2 2
Power figures rest on the tool's default switching activity, not on a simulated workload.
